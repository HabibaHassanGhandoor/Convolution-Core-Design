$ cat /design/flow/run.sh
#!/bin/bash
# OpenROAD 26Q1-2900-gdf79404cd8, Yosys 0.63+post, stock flow scripts
make -C /OpenROAD-flow-scripts/flow DESIGN_CONFIG=/design/flow/config.mk WORK_HOME=/design/flow/orfs finish
$ cat /design/flow/config.mk
export PLATFORM = sky130hd
export DESIGN_NAME = FIFO
export DESIGN_NICKNAME = FIFO
export VERILOG_FILES = /design/flow/design.v
export SDC_FILE = /design/flow/constraint.sdc
export NUM_CORES = 4
export LEC_CHECK = 1
export CORE_UTILIZATION = 50
export SYNTH_MEMORY_MAX_BITS = 65536
$ cat /design/flow/constraint.sdc
current_design FIFO

set clk_period 12.5
set clk_io_pct 0.2

create_clock -name clk0 -period $clk_period [get_ports {clk}]

set non_clock_inputs [all_inputs -no_clocks]
set_input_delay [expr $clk_period * $clk_io_pct] -clock clk0 $non_clock_inputs
set_output_delay [expr $clk_period * $clk_io_pct] -clock clk0 [all_outputs]
$ cat /design/flow/design.v
`timescale 1ns / 1ps
module FIFO(
input clk,rst, write_en, read_en,
input [31:0] data_in,
output reg [31:0] data_out,
output reg [7:0] counter,  
output reg empty, full );  
parameter width = 32;  
parameter depth = 256;  
reg read_address, write_address;
reg [width-1:0] memory [0:depth-1];
always @(counter) begin  
full = (counter == 32) ? 1'b1 : 1'b0;
empty = (counter == 0) ? 1'b1 : 1'b0;
end
always @(posedge clk or negedge rst) 
begin
    if (~rst)
        counter <= 0;
    else if (~full && write_en)
        counter <= counter + 1;  
    else if (~empty && read_en)
        counter <= counter - 1;  
    else 
        counter <= counter;   
end
always @(posedge clk or negedge rst)
begin
    if (~rst) begin
        read_address <= 0;  
        write_address <= 0;  
    end
    else begin
        if (~full && write_en)
            write_address <= write_address + 1;  
        else
            write_address <= write_address;  
        if (~empty && read_en)
            read_address <= read_address + 1;  
        else
            read_address <= read_address;  
        end
end
always @(posedge clk or negedge rst) 
begin
    if (~rst)
        data_out <= 0;
    else if (~empty && read_en)  
        data_out <= memory[read_address];  
    else
    data_out <= data_out;  
end
always @(posedge clk)  
begin
    if (~full && write_en)  
        memory[write_address] <= data_in;  
    else
        memory[write_address] <= memory[write_address];  
end
endmodule
==> flow_summary.yaml <==
# flow metrics
status:
  status: "complete, no violations"
place:
  dp_hpwl_um: 4970
  io_buffers: 77
  place_area_mm2: 0.00558
  dpl.cell_count: 552
  routabilityCongestion: 0.757
worst_setup_path:
  rrSetupSlack_ns: 9.34
  cp_max_fo: 6
  reg2reg_from: "counter[3]"
  cp.required_ns: 10.00
  r2r_cells: 9
  arrival_ns: 1.97
  cp-start-kind: "flop"
  critPathKind: "reg -> out"
  r2r_end: "counter[6]"
  cp-end-kind: "primary output"
route:
  drc_errors: 0
  first_pass_iters: 4
  diodes: 0
  wirelength_um: 8430
  ant_nets: 0
  drt_iter0_drc: 70
  dr_total_vias: 3041
  wl_per_cell_um: 14.8
  viasPerCell: 5.35
die:
  io_pins: 78
  die_area_mm2: 0.00984
  die-width_um: 99.2
  floorplan.core_util: 0.514
  die_h_um: 99.2
  placeableCoreArea_mm2: 0.00920
  num_rows: 35
clock_tree:
  cts_max_level: 3
  cts_tree: "built"
  cts-buffers-inserted: 9
  cts_setup_buffers: 0
  clockBufferDepth: 2
  numClockSinks: 106
  clockRootBuffer: "clkbuf_8"
  clkLatencyLatePin_ns: 0.35
  hold_buffers: 0
  cts.repair.resized: 0
  path_clk_slew_ns: 0.09
yosys:
  synthTopLogicFamily: "multiplexers"
  synth-seq-cells: 106
  synth_seq_share: 0.629
  yosys_area_mm2: 0.00473
  ys_cells: 381
  ys_sh_adder: 0.0201
  netlist_area_mm2: 0.00473
  ys_sh_xor: 0.0130
  ys_sh_aoi: 0.0972
  synthCells: 381
  ys_sh_simple: 0.0696
  mux_share: 0.144
  yosysUniqueCellTypes: 32
  syn_area_per_cell_um2: 12.4
  yosys_warnings: 1
timing:
  fin_crit_ns: 4.47
  report.final.slew_viol_count: 0
  grt_setup_unrepaired: "no"
  max_slew_margin: 0.458
  hold_slack_ns: 0.490
  finalSetupViolations: 0
  hold_violations: 0
  worst_slew_pin_slew_ns: 0.810
  finalSetupTns_ns: 0
  max_clock_freq_mhz: 224
  fin_skew_ns: 0.0123
  finalCritPeriodShare: 0.357
final_layout:
  area_delta_synth_final_pct: 22.3
  final_area_mm2: 0.00578
  final_core_util: 0.629
  layout-drive-gt1-share: 0.0613
  layout.cells.non_filler: 568
hold_path:
  hold_path.class: "reg -> reg"
  hp-start: "data_out[0]"
  whs_path_depth: 2
  min_delay_worst_endpoint: "data_out[0]"
run:
  warning_count: 26
  maxCapViolations: 0
power:
  irDropWorstVdd_v: 0.000111
  p_leak_nw: 2.32
  p_per_area_mw_per_mm2: 234
global_route:
  gr-total-overflow: 0
  grt_pass1_vias: 2869
  groute.usage.overall: 0.187
  grt_max_degree: 69
  grt_pass1_wl_um: 13500
  antenna_found_initial: 0
## sequential cells by signal, indices dropped and copies added, names as in the netlist
signal and flops:
memory 64, data_out 32, counter 8, read_address 1
write_address 1
## layer usage
metal / routed length (um) / GRT usage / share of wire
met1: 3770 / 0.286 / 0.45
met2: 4230 / 0.314 / 0.50
met3: 359 / 0.0443 / 0.043
met4: 68 / 0.0147 / 0.0081
met5: 0 / 0 / 0
## where the power goes
group / internal, mW / switching (mW)
registers: 0.567 / 0.100
logic: 0.271 / 0.205
clock network: 0.0984 / 0.109
total: 0.936 / 0.414
## cells in the mapped netlist, drive strengths merged
cell type | number | area share
or4 | 2 | 0.0040
xnor2 | 4 | 0.0074
a221oi | 1 | 0.0019
and4 | 1 | 0.0019
inv | 6 | 0.0048
o21a | 1 | 0.0016
a211oi | 1 | 0.0016
o31a | 1 | 0.0019
mux2 | 2 | 0.0064
o21ai | 39 | 0.044
o21bai | 1 | 0.0016
xor2 | 3 | 0.0056
nand2b | 1 | 0.0013
dfrtp | 42 | 0.22
nor2 | 40 | 0.032
edfxtp | 64 | 0.41
buf | 13 | 0.014
nand2 | 33 | 0.026
ha | 6 | 0.016
mux2i | 65 | 0.14
nor3 | 1 | 0.0011
o22ai | 1 | 0.0013
nor2b | 1 | 0.0013
fa | 1 | 0.0042
clkbuf | 10 | 0.0079
a21oi | 39 | 0.041
a21o | 1 | 0.0016
or4b | 1 | 0.0021
## worst max path at each step
| stage | from | endpoint | slack (ns) |
|---|---|---|---|
| CTS | counter[1] | empty | 8.00 |
| finish | counter[1] | empty | 8.03 |
| global route | counter[1] | empty | 7.95 |
## stage by stage
step,setup slack (ns),power (mW)
after detailed placement,7.77,1.16
after global routing,7.95,1.44
after CTS,8.00,1.37
after global placement,7.79,1.15
final,8.03,1.35
after floorplan,8.23,0.942
## area by class of cell
cell class | count | area (um2)
fillers | 719 | 3420
flip-flops and latches | 106 | 2980
multi-input cells | 246 | 1630
repair buffers | 83 | 811
clock buffers | 12 | 145
well taps | 111 | 139
clock inverters | 4 | 52.6
inverters | 6 | 22.5
## logic make-up after synthesis
family / after synthesis
compound gates: 85
mux: 67
fa+ha+maj: 7
xor+xnor: 7
buf+inv: 29
flops: 106
simple gates: 80
## critical path: stages, from the launching register on
cell	delay [ns]
dfrtp_1	0.44
or4_1	0.61
nor2_1	0.11
clkdlybuf4s50_1	0.46
## layout by cell type, fill, tap and decap left out, types with 2 or more instances in the layout
master	count
mux2_4	2
o21ai_4	2
clkinvlp_4	3
inv_1	6
nor2_1	40
clkbuf_8	10
ha_1	6
o21ai_0	37
xor2_1	3
dfrtp_1	40
clkdlybuf4s50_1	76
edfxtp_1	64
a21oi_1	39
nand2_1	33
xnor2_1	4
buf_4	6
clkbuf_1	2
mux2i_1	65
Power and IR drop assume default switching activity.
