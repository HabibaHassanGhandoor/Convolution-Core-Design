==> ./design.v <==
module controller (
	input 				clk,
	input   			rst,
	input 		[1:0] 	control,
	input 		[127:0] Datain,
	output 	reg			wren_K,
	output	reg [31:0]  wrK_data1,wrK_data2,wrK_data3,wrK_data4,
	output 	reg [5:0] 	K_addr1,K_addr2,K_addr3,K_addr4,
	output  reg			readen_K,
	output 	reg [5:0]	rd_addK,
	output  reg			wren_reg,
	output  reg [7:0] 	data_M,data_N,data_S,data_L,data_W,
	output	reg [2:0]   addr_M, addr_N, addr_S, addr_L, addr_W,
	output	reg			wren_in,
	output 	reg [31:0] 	wrin_data1,wrin_data2,wrin_data3,wrin_data4,
	output 	reg [7:0] 	in_addr1,in_addr2,in_addr3,in_addr4,
	output  reg			readen_in,
	output 	reg [7:0]	rd_addin,  
	output  reg [7:0]	output_size,
	output reg size_valid ,
	output reg [7:0] kernel_size,
	output reg invalid_operation
	);
reg [7:0] M,N,S,L,W;
reg [7:0] Kadd_pointer;
reg [7:0] inadd_pointer;
reg [7:0] R,C,Pointer_E, r ,c;
reg start;  
reg Done;   
always @(posedge clk or negedge rst) begin	
	if(~rst) begin
		wren_K <= 0;
		wren_in <= 0;
		wren_reg <= 0;
		Done <= 0;
	 	Kadd_pointer <= 0;
	 	inadd_pointer <= 0;
	 	R <= 0;
	 	C <= 0;
	 	r <= 0;
	 	c <= 0;
	 	Pointer_E <= 0;
	 	rd_addin <=0 ;
	 	start <= 1;
	 	size_valid <= 1'b0;
	 	addr_M <= 3'd0;
	 	addr_N <= 3'd1;
	 	addr_S <= 3'd2;
	 	addr_L <= 3'd3;
	 	addr_W <= 3'd4;
	end
	else begin
		case (control)
			2'b00: 	begin  
						M <= Datain[7:0];
						N <= Datain[15:8];
						S <= Datain[23:16];
						L <= Datain[31:24];
						W <= Datain[39:32];
						data_M <= Datain[7:0];
						data_N <= Datain[15:8];
						data_S <= Datain[23:16];
						data_L <= Datain[31:24];
						data_W <= Datain[39:32];
						wren_reg <= 1;
						Kadd_pointer <= 0;
	 					inadd_pointer <= 0;
	 					start <= 1;
	 					output_size <= ((L-M)/S)+1 ;
	 					size_valid <= 1'b1; 
	 					kernel_size <= M; 
	 					Done <= 0;
	 					if ((M != N) || (L != W) || (M > L))
	 					  begin
	 					    invalid_operation <= 1'b1;
	 					  end
	 					  else 
	 					    begin
	 					      invalid_operation <= 1'b0;
	 					    end
				   	end
			2'b01:	begin  
						wrK_data1 <= Datain[31:0];
						wrK_data2 <= Datain[63:32];
						wrK_data3 <= Datain[95:64];
						wrK_data4 <= Datain[127:96];
						K_addr1 <= Kadd_pointer;
						K_addr2 <= Kadd_pointer + 1 ;
						K_addr3 <= Kadd_pointer + 2 ;
						K_addr4 <= Kadd_pointer + 3 ;
						Kadd_pointer <= Kadd_pointer + 4;
						wren_K <= 1;
						wren_in <= 0;
						wren_reg <= 0;
	 					inadd_pointer <= 0;
	 					start <= 1;
	 					size_valid <= 1'b0;
	 					Done <= 0;
					end
			2'b10:	begin  
						wrin_data1 <= Datain[31:0];
						wrin_data2 <= Datain[63:32];
						wrin_data3 <= Datain[95:64];
						wrin_data4 <= Datain[127:96];
						in_addr1 <= inadd_pointer;
						in_addr2 <= inadd_pointer + 1 ;
						in_addr3 <= inadd_pointer + 2 ;
						in_addr4 <= inadd_pointer + 3 ;
						inadd_pointer <= inadd_pointer + 4;
						Done <=  0;
						wren_K <= 0;
						wren_in <= 1;
						wren_reg <= 0;
	 					Kadd_pointer <= 0;
	 					start <= 1;
	 					size_valid <= 1'b0;
					end	
			2'b11:	begin 
			          wren_K <= 0;
						    wren_in <= 0;
						    wren_reg <= 0;
								if(start) begin  
									rd_addK <= 0;
									rd_addin <= 0;
									readen_in <= 1;
									readen_K <= 1;
									start <= 0;
									size_valid <= 1'b0;
								end
								else begin
									if((c == N-1) && (r == M-1) && (~Done)) begin  
										c <= 0;
										r <= 0;
										C = C + S;  
										if((C + N) > W && (~Done)) begin  
											C <= 0;
											R = R + S;	 
											Pointer_E =  0 ;  
											Pointer_E = W * R;
											rd_addin = Pointer_E;
											rd_addK = 0;
											if((R + M) > L) begin  
												C = 0 ;
												R = 0;
												Done = 1;
												readen_in <= 0;
									      readen_K <= 0;
												rd_addin = 0;  
												Pointer_E = 0;  
												rd_addK = 0;  
											end
										end
										else begin
											if (~Done) begin
												rd_addin <= Pointer_E + S;  
												Pointer_E <= Pointer_E + S;  
												rd_addK <= 0;  
											end
										end
									end
									else begin  
										if(((c+1) == N) && (~Done)) begin  
											c <= 0;
											rd_addin <= rd_addin + (L-M+1);  
											rd_addK <= rd_addK + 1;  
											if((r+1) == M) begin  
												r <= 0;
											end
											else begin  
												r <= r + 1;
											end
										end
										else begin  
											if(~Done) begin
												c <= c + 1;
												rd_addin <= rd_addin + 1;
												rd_addK <= rd_addK + 1;
											end
										end
									end
								end
						end
		endcase
	end
end
endmodule 
==> ./run.sh <==
#!/bin/bash
# OpenROAD 26Q1-2900-gdf79404cd8, Yosys 0.63+post, stock flow scripts
make -C /OpenROAD-flow-scripts/flow DESIGN_CONFIG=/design/flow/config.mk WORK_HOME=/design/flow/orfs finish
==> ./config.mk <==
export PLATFORM = sky130hd
export DESIGN_NAME = controller
export DESIGN_NICKNAME = controller
export VERILOG_FILES = /design/flow/design.v
export SDC_FILE = /design/flow/constraint.sdc
export NUM_CORES = 4
export LEC_CHECK = 1
export CORE_UTILIZATION = 50
==> ./constraint.sdc <==
current_design controller

set clk_period 109.1
set clk_io_pct 0.2

create_clock -name clk0 -period $clk_period [get_ports {clk}]

set non_clock_inputs [all_inputs -no_clocks]
set_input_delay [expr $clk_period * $clk_io_pct] -clock clk0 $non_clock_inputs
set_output_delay [expr $clk_period * $clk_io_pct] -clock clk0 [all_outputs]
==> results.toml <==
# physical design summary
[setup_path]
max_stage_delay_ns = 0.71
cpLargestDelayFamily = "AND-OR/OR-AND gates"
arrival_ns = 92.66
critPathLaunchType = "register"
endpoint_kind = "register"
crit_path_frequent_cell = "o21a_1"
rr_endpoint = "output_size[4]"
rr_startpoint = "M[5]"
path_class = "register to register"
cp_max_fo = 20
cp_num_buf_inv = 21
ff2ff_setup_slack_ns = 16.78
rr_worst_depth = 404
worstPathRequired_ns = 109.44
cp_slowest_cell = "or4_1"

[run]
max_cap_viol_count = 0
tool_warnings = 29

[logic_synthesis]
syn_avg_cell_area_um2 = 9.01
adder_share_pct = 12.2
flop_cell = "edfxtp_1"
synth.distinct_cells = 121
postSynth.asyncResetShare_pct = 15.9
synthTopLogicFamily = "AND-OR/OR-AND gates"
synth_flop_count = 403
edf_count = 339
aoi_share_pct = 22.0
yosysCellCount = 4109
synthSimpleGateAreaFrac_pct = 20.3
yosysWarnings = 1
postSynthSeqShare_pct = 31.8
ys_sh_mux_pct = 2.75
syn_inst = 4109
yosys.stat.chipArea_um2 = 37000
ys_sh_xor_pct = 6.91
synth_area_um2 = 37000

[cts]
cts.reportedPaths.clkPinSlew_ns = 0.06
cts_tree = "done"
h-tree-depth = 2
ctsHoldBuffers = 0
worstSkewPairLatency_ns = 0.63
ctsResizeCount = 0
post_cts_buffers = 0
cts_sinks = 403
cts_buffers = 45
cts.path.max_buffers = 3
cts-root-buf = "clkbuf_16"

[die]
num_io_pins = 536
core_um2 = 73100
die_y_um = 274
rows = 99
die_area_um2 = 75100
fp-utilization_pct = 50.7
die_width_um = 274

[global_route]
antenna_found_initial = 4
grt_max_degree = 52
first_global_vias = 30853
grt_pass1_wl_um = 180000
grt_overflow = 0
grtUsageTotal_pct = 32.5

[outcome]
status = "complete, no violations"

[placement]
port_buffers = 504
globalplace.congestion = 0.964
pre_cts_slack_ns = 17.91
placed_area_um2 = 43000
dp.cells = 5503
hpwlAfterDp_um = 93500

[sta]
period_minus_slack_ns = 92.32
finalSetupViolCount = 0
maxSlewViolCount = 0
slew_headroom_pct = 37.4
max_freq_ghz = 0.0108
tns_ns = 0
fin_crit_sh_pct = 84.6
rsz0062_at_grt = "no"
fin_worst_skew_ns = 0.0687
tightestPinTransition_ns = 0.937
holdWs_ns = 0.490
timing.final.hold_violations = 0
layout_setup_ws_ns = 16.78

[finish]
syn2layout_area_growth_pct = 20.4
layout.cells.non_filler = 5586
layout_top_cell = "clkdlybuf4s50_1"
post-route-util_pct = 61.0
mostFrequentLayoutCells = "clkdlybuf4s50_1 (503), edfxtp_1 (339), nor2_1 (332)"
fillCellCount = 6285
drive_gt1_share_pct = 6.55
fin_area_um2 = 44600

[drt]
wirelength_um = 119000
post-route-drc-count = 0
final_antenna_net_count = 0
wire_per_inst_um = 21.3
viasPerCell = 5.99
first_iter_violations = 2252
first_pass_iters = 21
vias = 33466

[min_path]
hold_depth = 2
hp-start = "R[2]"
hold_path_class = "register to register"
holdPathEnd = "R[2]"
[worst max-delay path by stage]
stage / startpoint / end / slack (ns) / cells after the start
CTS: M[5] / output_size[4] / 17.49 / 408
global route: M[5] / output_size[4] / 8.13 / 408
finish: M[5] / output_size[4] / 16.78 / 404
[cell type report]
cell class | count | area [um2] | area share (%)
Antenna cell | 2 | 5.00 | 0.0112
Clock buffer | 53 | 1170 | 2.62
Multi-Input combinational cell | 3415 | 23900 | 53.7
Sequential cell | 403 | 11800 | 26.4
Inverter | 164 | 616 | 1.38
Tap cell | 959 | 1200 | 2.69
Timing Repair Buffer | 562 | 5480 | 12.3
Clock inverter | 28 | 393 | 0.881
[cell usage after synthesis (22+ instances only)]
cell type	count	share of area, %
a211oi_1	24	0.49
a21o_1	69	1.4
a21oi_1	249	3.4
a31oi_1	45	0.76
and2_1	80	1.4
and3_1	42	0.71
buf_2	22	0.30
buf_4	54	1.1
clkbuf_1	77	0.78
dfrtp_1	63	4.3
edfxtp_1	339	27
ha_1	330	11
inv_1	163	1.7
mux2_2	52	1.6
mux2i_1	36	0.97
nand2_1	312	3.2
nand2b_1	54	0.91
nand3_1	119	1.6
nand4_1	45	0.76
nor2_1	333	3.4
nor2b_1	35	0.59
nor3_1	209	2.8
nor4_1	36	0.61
o211ai_1	49	0.99
o21a_1	169	3.4
o21ai_0	170	2.3
o21bai_1	27	0.55
o31ai_1	78	1.6
or2_2	48	0.81
or3_1	37	0.63
or4_1	23	0.47
xnor2_1	192	4.5
xor2_1	100	2.4
[metal layers]
| layer | GRT usage [%] | vias up | part of all wire, % |
|---|---|---|---|
| met2 | 48.3 | 1176 | 45 |
| met1 | 47.4 | 15684 | 42 |
| met5 | 3.79 | - | 0.40 |
| met3 | 11.8 | 144 | 10 |
| met4 | 5.92 | 12 | 2.1 |
| li1 | - | 16450 | - |
[worst min-delay path, delay by kind of cell, from the launching register on]
family	cells	cell delay [ns]
flip-flops	1	0.35
AND-OR/OR-AND	1	0.06
AND/OR/NAND/NOR	1	0.05
[cell families (layout without fill, tap and decap cells)]
group                      Yosys count  count (layout)
DFF                                403             403
other                                2              41
xor gates and xnor gates           292             292
buffers and inverters              328             807
adders and majority gates          350             350
muxes                               94              94
AOI/OAI and AO/OA                 1173            1173
and+or+nand+nor                   1467            1467
